==> /design/flow/design.v <==
`timescale 1ns / 1ps
module Binary_adder(
    input [3:0] A,
    input [3:0] B,
    input Cin,
    output [3:0] sum,
    output Cout
);
    wire c1,c2,c3;
    Full_adder FA0(.A(A[0]), .B(B[0]), .Cin(Cin), .sum(sum[0]), .Cout(C1));
    Full_adder FA1(.A(A[1]), .B(B[1]), .Cin(C1), .sum(sum[1]), .Cout(C2));
    Full_adder FA2(.A(A[2]), .B(B[2]), .Cin(C2), .sum(sum[2]), .Cout(C3));
    Full_adder FA3(.A(A[3]), .B(B[3]), .Cin(C3), .sum(sum[3]), .Cout(Cout));
endmodule
`timescale 1ns / 1ps
module Full_adder(
    input A,
    input B,
    input Cin,
    output reg sum,
    output reg Cout
);
    always @(*) begin
        sum = A ^ B ^ Cin;
        Cout = (A & B) | (B & Cin) | (Cin & A) ;
    end
endmodule
==> /design/flow/run.sh <==
#!/bin/bash
# OpenROAD 26Q1-2900-gdf79404cd8, Yosys 0.63+post, stock flow scripts
make -C /OpenROAD-flow-scripts/flow DESIGN_CONFIG=/design/flow/config.mk WORK_HOME=/design/flow/orfs finish
==> /design/flow/config.mk <==
export PLATFORM = sky130hd
export DESIGN_NAME = Binary_adder
export DESIGN_NICKNAME = Binary_adder
export VERILOG_FILES = /design/flow/design.v
export SDC_FILE = /design/flow/constraint.sdc
export NUM_CORES = 4
export LEC_CHECK = 1
export CORE_AREA = 10 10 70 70
export DIE_AREA = 0 0 80 80
==> /design/flow/constraint.sdc <==
current_design Binary_adder

set clk_period 2.9
set clk_io_pct 0.2

create_clock -name clk0 -period $clk_period

set non_clock_inputs [all_inputs -no_clocks]
set_input_delay [expr $clk_period * $clk_io_pct] -clock clk0 $non_clock_inputs
set_output_delay [expr $clk_period * $clk_io_pct] -clock clk0 [all_outputs]
==> notes.md <==
The tools report the start point of the worst min-delay path as Cin. First-pass GRT wire length: 545 um. Gate family responsible for the most delay along the worst path: adder cells. The clock buffer instance count of the final layout is 0, and the synthesized chip area reported by yosys is 148 sq um.

The OpenROAD report gives the critical path a required time of 2.32 ns. For the pin with the worst max-slew slack, the measured transition is 0.105 ns. The worst pin sits at a relative slew slack of 93.1%.

Per the final timing report, the hold violations number 0. Port buffering added 14 buffers. The total leakage power is 0.141 nW. The number of warnings in the stage logs is 32. STA classifies the critical path startpoint as an input port.

The worst setup path is captured at a primary output. Die height: 80 um. For reference, the placement row count at floorplan is 21. Looking at the VDD voltage map, the peak drop is 0.0330 mV.

For this configuration, the core starts out at a cell density of 4.32%. Max-cap violations in this run came to 0. The sequential cell area in the final layout was 0 sq um.

The global route stage reports its total congestion overflow as 0. The main area contributors are fa_1 54%, inv_1 25%, buf_4 20%. Per the layout report, the design carries 401 filler cells. In this run the count of I/O pins placed on the die edge is 14. The run gives 0 as the number of antenna violations at the first check in global routing. The total via count after detailed routing was 122; the peak per-stage delay on the critical path was 0.39 ns.

Signal arrival time at the worst endpoint: 2.23 ns. Yosys reports that the most numerous cell types are 10 x inv_1, 4 x buf_4, 4 x fa_1. The tools report the via count of the first global-routing pass as 122. The run gives 0 for the number of DRC violations after detailed routing. In the final layout, the share of cells above drive strength 1 is 42.9%. The run finished with clean final reports. For the total setup violations reported at the end of the flow, the log shows 0. Setup repair after global routing left no endpoint under its margin.

The run gives 1 for the total iterations of the first detailed-routing run. The critical path starts at B[0]. The post-route antenna net violation count is 0. With the largest fanout on the critical path at 1, the count of placed standard cells in the final layout, fillers left out is 74. The total length of routed wires is 397 um, and the tally of unique sky130hd cells used after synthesis is 3. Post-route period utilization is reported as 96.8%.

The synthesis report lists the Yosys warning total as 4. In the setup report, the worst path falls into the class in -> out. For this sky-water flow run, the detailed-routed wirelength per cell is reported as 5.36 um.

In the placement report, post-DP HPWL is listed as 375 um. After layout, the worst setup slack is 0.0931 ns. For the maximum clock frequency, the log shows 356 MHz. For the final routed database, the setup TNS stands at 0 ns. The critical-path cell with the highest stage delay was fa_1.

Power spread over the standard cell area amounts to 144 nW/um^2. The logs give 18 for the instance tally after logic synthesis and 18 for the number of standard cells reported by yosys. OpenSTA, run right after detailed placement, puts the worst setup slack at -0.732 ns. The maximum number of pins on one net before global-route repair was 2; the mean cell area of the mapped netlist was 8.20 sq um.

The final max-slew violation count recorded for this run is 0. The die area was 6400 sq um; the count of flip-flops and latches was 0. With the top cell type's share of synthesized area at 54.2%, the post-CTS setup buffer count is 0. Summed over all instances, the cell type with the most area after synthesis is fa_1. Including well taps, the total number of placed cells is 74. Of the synthesized area, sequential elements account for 0%. In this run, post-CTS hold repair placed 0 buffers. Dominant cell by count in the synthesized netlist: inv_1. The number of DRC markers after the initial detailed-route iteration was 0.

The buffering stage count on the worst path with inverters included works out to 6. The synthesized netlist occupies a cell area of 148 sq um. With the total non-filler cell area in the finished layout at 320 sq um, the die outline width is 80 um. The number of diodes added for antenna fixing was 0. The worst min-delay path category was in -> out. After its last routability iteration, the placer logged a weighted congestion of 0.758.

The area growth from synthesis to layout came out at 117%. For this run, the detailed router reports a per-instance via density of 1.65. The overall fraction of global-route tracks in use came out at 1.09%. Per STA, the worst path is made up of buf_6, inv_2, fa_2, inv_2, fa_2, fa_2, inv_2, fa_1, inv_1, buf_2. The run gives 3420 sq um for the standard cell core area.

The cell area reported after detailed placement was 315 sq um. Time the final worst path needs with I/O delays and setup: 2.81 ns.
[layout by cell type (no fill, tap or decap)]
cell / Yosys / final
clkdlybuf4s50_1: 0 / 6
inv_2: 0 / 4
buf_6: 0 / 3
fa_2: 0 / 3
fa_1: 4 / 1
inv_1: 10 / 5
buf_2: 0 / 1
inv_4: 0 / 1
clkdlybuf4s15_1: 0 / 1
dlygate4sd2_1: 0 / 3
[timing repair]
action,4_1_cts,5_1_grt
gates resized,29,2
pin swaps,4,4
setup endpoints to repair,4,1
[path summary, 6_finish.rpt]
path  endpoint  slack [ns]  cells after the start
max     sum[3]        0.09                     10
min     sum[0]        1.90                      5
[cell families after synthesis]
group / share of synthesized area (%)
fa+ha+maj: 54.2
buf+inv: 45.8
[metal layers]
layer	vias up	wire length, um	track usage, %
met3	0	109	0.909
met4	0	0	0
li1	60	-	-
met2	14	69	0.722
met5	-	0	0
met1	48	217	2.01
[cell type report]
class | count | area, sq um | share of cell area, %
Inverter | 10 | 40.0 | 12.5
Tap cell | 46 | 57.6 | 18.0
Multi-Input combinational cell | 4 | 87.6 | 27.3
Timing Repair Buffer | 14 | 135 | 42.2
[per-stage QoR]
step / hold slack, ns / total power [W] / utilization [%]
floorplan: 1.38 / 0.0000237 / -
global placement: 2.20 / 0.0000499 / 9.23
detailed placement: 2.20 / 0.0000498 / 9.23
CTS: 1.91 / 0.0000459 / 9.12
global route: 1.93 / 0.0000536 / 9.38
finish: 1.90 / 0.0000460 / 9.38
[where the power goes]
part	total [W]	switching [W]	internal [W]
logic	0.0000460	0.0000154	0.0000306
registers	0	0	0
clock network	0	0	0
total	0.0000460	0.0000154	0.0000306
Power and IR drop assume default switching activity.
