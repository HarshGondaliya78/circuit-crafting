`flow/design.v`:
```
`timescale 1ns / 1ps
module BCD_adder(
    input [3:0]a,
    input [3:0]b,
    input cin,
    output reg [3:0]sum,
    output reg carry,
    output reg error
);
    wire [4:0] binary_sum;
    assign binary_sum = a+b+cin;
    always @(*) begin
      if(a>9||b>9) begin
         sum = 4'b0000;
         carry = 1'b0;
         error = 1'b1;    
       end  
      else begin
         error = 1'b0;   
        if(binary_sum>9) begin
           sum = (binary_sum+4'b0110);
           carry = 1'b1;
        end
        else begin
          sum = binary_sum[3:0];
          carry = binary_sum[4];
        end
      end
    end
endmodule
```
`flow/run.sh`:
```
#!/bin/bash
# OpenROAD 26Q1-2900-gdf79404cd8, Yosys 0.63+post, stock flow scripts
make -C /OpenROAD-flow-scripts/flow DESIGN_CONFIG=/design/flow/config.mk WORK_HOME=/design/flow/orfs finish
```
`flow/config.mk`:
```
export PLATFORM = sky130hd
export DESIGN_NAME = BCD_adder
export DESIGN_NICKNAME = BCD_adder
export VERILOG_FILES = /design/flow/design.v
export SDC_FILE = /design/flow/constraint.sdc
export NUM_CORES = 4
export LEC_CHECK = 1
export CORE_AREA = 10 10 70 70
export DIE_AREA = 0 0 80 80
```
`flow/constraint.sdc`:
```
current_design BCD_adder

set clk_period 6.6
set clk_io_pct 0.2

create_clock -name clk0 -period $clk_period

set non_clock_inputs [all_inputs -no_clocks]
set_input_delay [expr $clk_period * $clk_io_pct] -clock clk0 $non_clock_inputs
set_output_delay [expr $clk_period * $clk_io_pct] -clock clk0 [all_outputs]
```
==> changes_impl.md <==
## Implementation

* Outcome: finished, final reports clean
* Peak VDD IR at 0.04321 mV
* Vias per inst at 3.295
* Gr ovfl total at 0
* Total Routing Usage GR at 0.02546
* Largest net degree at the start of global routing at 7
* Routed WL per cell at 8.926 um
* Comb pwr share at 1.000
* Diode count at 0
* Top cells excl fill/tap: 15 x clkdlybuf4s50_1, 5 x a21oi_1, 4 x nor2_1, 4 x ha_1
* CP arrival at 4.64 ns
* Hold Buf Count CTS at 0
* Hold depth at 4
* CTS resizes at 0
* Synthesis-to-layout area growth at 80.98%
* FP Util at 0.07509
* Die Height at 80 um
* Hold Path Class: in -> out
* DIE AREA at 6400 um^2
* Hold Violations, Final at 0
* Final setup fails at 0
* Family with the most delay on the worst path: adder cells
* Fin. max-slew vios at 0
* Power share of the clock group at 0
* Min Tclk post-route at 5.964 ns
* Total number of vias at 313
* Core Box Area at 3416 um^2
* Port Buf Inserts at 15
* Boundary pin count at 15
* CP Launch Type: primary input
* Netlist Area Pre-Place at 256.5 um^2
* Synth Area per Inst at 7.544 um^2
* Switching Power at 21.49 uW
* Cell Chain, Critical Path: clkdlybuf4s50_1 -> fa_1 -> fa_1 -> xnor2_1 -> ha_1 -> nor2b_1 -> a31oi_1 -> or3b_4 -> and3_1 -> nor3_2 -> clkdlybuf4s50_1
* Part of the power in registers at 0
* Slew @ Worst Pin at 0.3534 ns
* Max-slew headroom at 0.7635
* Vias in the first global route at 317
* Tcrit/Tclk final at 0.9036
* Share of layout cells above drive strength 1 at 0.04082
* Chip width at 80 um
* Number of cell rows at 21
* Ys Warns at 1
* Post-synth cell types at 18
* Drc violations at 0
* CP peak stage delay at 0.50 ns
* Mapped Cells at 34
* Flops at 0
* Placed cell areas at 464.2 um^2
* Crit path buf inv count at 2
* Crit end category: primary output
* Routed WL at 848 um
* # Cells Yosys at 34
* Clock buffers at 0
* Post-synth area hogs: ha_1 20%, fa_1 16%, a21oi_1 9.8%
* Post-Layout Inst Area at 464.2 um^2
* Pre-CTS setup slack at 0.6322 ns
* Setup bufs post-CTS at 0
* Routability Congestion at 0.8548
* P per Cell Area at 107.1 nW/um^2
* # fillers at 401
* Register Area at 0 um^2
* RSZ-0062 raised after global routing: false
* Sw Ratio at 0.4322
* Yosys stat chip area at 256.5 um^2
* Setup TNS at 0 ns
* MI comb area at 245.2 um^2
* Final WS setup at 0.6360 ns
* Leakage at 0.0001784 uW
* CP Max Fanout at 5
* Critical path's slowest cell: clkdlybuf4s50_1
* Internal at 28.23 uW
* Overall power at 49.72 uW
* Max Freq at 167.7 MHz
* Area leader share at 0.1951
* Critical path class: in -> out
* Worst Min Path Start: b[3]
* Initial DRC count at 25
* Hold Path End: error
* DRT Pass-1 Iters at 4
* First-pass GRT wire length at 1393 um
* Most frequent logic cell in the layout: clkdlybuf4s50_1
* Critical Path RT at 5.28 ns
* DRT antenna net count at 0
* Seq/Total Area, Yosys at 0
* Tool warning count at 32
* Post-synth top area cell: ha_1
* Initial antenna violation count at 0
* MaxCap Viol Count at 0
through the flow:
stage                     instances  utilization  hold slack (ns)
after detailed placement         95       0.1359            3.796
after global routing             95       0.1359            3.849
final                            95       0.1359            3.773
after CTS                        95       0.1359            3.796
after floorplan                  34            -            2.799
after global placement           95       0.1359            3.770
power groups by stage:
stage	Clock [uW]	Combinational, uW	Sequential (uW)
4_1_cts	0	49.7	0
5_1_grt	0	56.2	0
6_report	0	49.7	0
kinds of logic (layout without fill, tap and decap cells):
kind of cell | Yosys count | in the layout | synth area share
XOR/XNOR | 1 | 1 | 0.03415
AND/OR/NAND/NOR | 12 | 12 | 0.2731
adder cells (fa/ha/maj) | 6 | 6 | 0.3512
buffers and inverters | 3 | 18 | 0.04390
AND-OR/OR-AND | 12 | 12 | 0.2976
layout make-up:
class / instances / share of cell area
Inverter: 3 / 0.02426
Multi-Input combinational cell: 31 / 0.5283
Tap cell: 46 / 0.1240
Timing Repair Buffer: 15 / 0.3235
worst max path at each step:
| stage | from | to | slack [ns] | cells after the start |
|---|---|---|---|---|
| CTS | a[0] | sum[1] | 0.64 | 11 |
| global route | a[0] | sum[1] | 0.46 | 11 |
| finish | a[0] | sum[1] | 0.64 | 11 |
synthesized netlist by cell type:
cell and instances:
o21ai_0 2, o221a_1 1, inv_1 3, nand3_1 1, o31ai_1 1, nor2b_1 1
fa_1 2, a21boi_1 1, or3b_4 1, a31oi_1 1, nand2_1 1, and3_1 3
nor2_1 4, xnor2_1 1, nor3_2 1, ha_1 4, a311oi_1 1, a21oi_1 5
metal layers:
metal  GRT usage  part of all wire  vias to the layer above  wire, um
li1            -                 -                      157         -
met1     0.04117              0.61                      141       520
met2     0.02970              0.26                       15       219
met3     0.01250              0.13                        0       108
met4           0                 0                        0         0
met5           0                 0                        -         0
Power is estimated from default activity; no workload was simulated.
