<file path="/design/flow/run.sh">
#!/bin/bash
# OpenROAD 26Q1-2900-gdf79404cd8, Yosys 0.63+post, stock flow scripts
make -C /OpenROAD-flow-scripts/flow DESIGN_CONFIG=/design/flow/config.mk WORK_HOME=/design/flow/orfs finish
</file>
<file path="/design/flow/config.mk">
export PLATFORM = sky130hd
export DESIGN_NAME = ALU
export DESIGN_NICKNAME = ALU
export VERILOG_FILES = /design/flow/design.v
export SDC_FILE = /design/flow/constraint.sdc
export NUM_CORES = 4
export LEC_CHECK = 1
export CORE_AREA = 10 10 70 70
export DIE_AREA = 0 0 80 80
</file>
<file path="/design/flow/constraint.sdc">
current_design ALU

set clk_period 2.7
set clk_io_pct 0.2

create_clock -name clk0 -period $clk_period

set non_clock_inputs [all_inputs -no_clocks]
set_input_delay [expr $clk_period * $clk_io_pct] -clock clk0 $non_clock_inputs
set_output_delay [expr $clk_period * $clk_io_pct] -clock clk0 [all_outputs]
</file>
<file path="/design/flow/design.v">
`timescale 1ns / 1ps
module ALU(
    input [3:0] A,
    input [3:0] B,
    input [2:0] opcode,  
    output reg [3:0] result,
    output reg Carry_out,
    output reg zero
);
    always @(*) begin
        case(opcode)
            3'b000: begin
                {Carry_out , result} = A + B;
            end
            3'b001: begin
                {Carry_out , result} = A - B;
            end
            3'b010: begin
                result = A & B;
                Carry_out = 1'b0;
            end
            3'b011: begin
                result = A | B;
                Carry_out = 1'b0;
            end
            3'b100: begin
                result = ~A;
                Carry_out = 1'b0;
            end
            default: begin  
                result=4'b0000;
                Carry_out=1'b0;
            end
        endcase
        zero = (result == 4'b0000);  
    end
endmodule
</file>
==> results_slide.txt <==
Flow Results at a Glance

Synthesis
  – Yosys-reported design area after synthesis: about 520 µm²
  – Number of warning messages in the yosys log: 1
  – Unique cell types: 30
  – Average cell area after synthesis: 7.471 µm²
  – Sequential share of the synthesized area: 0%
  – Post-synth design cell area: just over 500 µm²
  – Synth top area cells: sky130_fd_sc_hd__ha_1, sky130_fd_sc_hd__inv_1, sky130_fd_sc_hd__fa_1, sky130_fd_sc_hd__o21ai_0, sky130_fd_sc_hd__a21oi_1
  – Post-synth top area cell: sky130_fd_sc_hd__ha_1
  – Synthesized instance count: slightly below 70
  – Cell count in the Yosys report: around 69
  – Top cell type's share of synthesized area: between 20% and 30%

Placed design
  – Post-placement cell count: approximately 150
  – HPWL reported at the end of detailed placement: between 1000 and 1500 µm
  – Last weighted congestion value of the routability-driven placer: between 0.8 and 0.9
  – Tally of buffers added on design ports: 17
  – Area after DPL: 927.1 µm²

Finish
  – Post-route cell area: roughly 1100 µm²
  – Clock buffer count: 0
  – Share of the core filled with cells in the final layout: 31.39%
  – Footprint of the multi-input gates: 586.8 µm²
  – Post-route insts no fill: between 150 and 200
  – Sequential standard cell area: 0 µm²
  – Fill cell instance count of the final layout: 360
  – Flop count: 0
  – Share of final-layout standard cells stronger than drive strength 1: about three fifths
  – Synth-to-layout area growth: 108.0%

Power
  – Internal power: 110.5 µW
  – Max IR drop VDD: 0.07197 mV
  – Net switching share of the total power: approximately 40%
  – Leakage power: about 0.00054 µW
  – NetSw: ~72 µW
  – Logic gate share of total power: about 100%
  – Relative contribution of the clock network to total power: 0%
  – Sequential Power Share: 0%
  – Power Dens Cells: 170.5 nW/µm²

Detailed routing
  – Post-detailed-route DRC marker count: 0
  – Number of DRC violations after detailed-routing iteration 0: 3
  – Average wire length per cell after detail routing: approximately 10 µm
  – Total Routed Length: 1630 µm
  – Post-DR vias/cell: 3.785
  – Post-DRT Antenna Nets: 0
  – Vias after detailed routing: approximately 600
  – Number of search-and-repair iterations in the first detailed-routing pass: 4
  – Antenna cells: 0

Hold path
  – Type of the worst min-delay path: in -> out
  – Origin of the worst min-delay path: opcode[0]
  – Worst hold path stage count: 4
  – Worst-case hold path end point: Carry_out

Global routing
  – First-pass GRT wire length: approximately 2700 µm
  – Maximum number of pins on one net before global-route repair: 13
  – GRT Util Overall: around 4.9%
  – Remaining global-route overflow: 0
  – Initial antenna violation count: 0
  – Vias in the first global route: approximately 650

Worst setup path
  – Endpoint required time on the critical path: between 2 and 2.5 ns
  – Startpoint Class: input pin
  – CP max FO: 3
  – Capturing element type of the critical path: output pin
  – Worst Setup Path Type: in -> out
  – Arrival time reported for the critical path endpoint: 2.56 ns

STA
  – Count of final hold-check violations: 0
  – Hold slack: ~1.7 ns
  – Setup repair after global routing missed its margin: yes
  – Worst slew margin: a little over four fifths
  – Tcrit/Tclk final: 115.0%
  – Final worst path period need: just over 3 ns
  – Slew of the pin with the lowest slew margin: approximately 0.24 ns
  – Setup slack of the critical path after layout: -0.4045 ns
  – Max Slew Vio Count: 0
  – Final Setup Violations: 1
  – Maximum clock frequency: between 300 and 400 MHz

Floorplan
  – Row cnt: 21
  – Core area: 3416 µm²
  – Top-Level Pins: 17
  – Horiz. Die Dim: around 80 µm
  – Die Size: between 6000 and 7000 µm²
  – Die H: about 80 µm
  – Core utilization at floorplan: around 15%

Outcome
  – Status: complete, but fails checks
  – Failing checks: negative setup slack

Flow run
  – Maximum Capacitance Violations: 0
  – Number of warnings in the stage logs: between 40 and 50

Clock network
  – Post-CTS Hold Buffers: 0
through the flow:
stage	setup slack, ns	setup TNS [ns]	total power [µW]
final	-0.4045	-0.4045	182.8
after floorplan	-0.06566	-0.06566	63.81
after CTS	-0.3926	-0.7655	167.6
after detailed placement	-1.328	-4.580	149.2
after global routing	-0.4812	-0.4945	204.3
after global placement	-1.310	-4.533	147.3
layer usage:
layer  wire, µm  GRT usage (%)  vias to the layer above  part of all wire (%)
met5          0              0                        -                     0
met4          0              0                        0                     0
li1           -              -                      321                     -
met2        804          9.149                        7                    49
met3         45         0.6818                        0                   2.8
met1        780          6.151                      270                    48
critical path, cell delays in order:
cell and delay (ns):
sky130_fd_sc_hd__buf_8 0.11, sky130_fd_sc_hd__ha_4 0.16, sky130_fd_sc_hd__fa_2 0.37, sky130_fd_sc_hd__nor2b_4 0.14
sky130_fd_sc_hd__or3_1 0.30, sky130_fd_sc_hd__a31o_1 0.22, sky130_fd_sc_hd__or4_4 0.51, sky130_fd_sc_hd__a21oi_2 0.11
sky130_fd_sc_hd__buf_2 0.10
cell type report:
type / instances / share of cell area, %
repair buffers: 45 / 35.24
inverters: 12 / 4.667
well taps: 46 / 5.368
multi-input cells: 55 / 54.73
power groups by stage:
stage / clock, µW / combinational, µW / sequential [µW]
4_1_cts: 0 / 168 / 0
5_1_grt: 0 / 204 / 0
6_report: 0 / 183 / 0
cell usage in the layout, fill, tap and decap left out, types with 2 or more instances in the layout:
cell type,netlist,layout
sky130_fd_sc_hd__a21o_1,2,2
sky130_fd_sc_hd__a21oi_2,0,4
sky130_fd_sc_hd__buf_2,0,4
sky130_fd_sc_hd__buf_4,0,27
sky130_fd_sc_hd__buf_6,1,3
sky130_fd_sc_hd__buf_8,0,2
sky130_fd_sc_hd__clkdlybuf4s50_1,0,2
sky130_fd_sc_hd__dlygate4sd2_1,0,2
sky130_fd_sc_hd__dlymetal6s2s_1,0,3
sky130_fd_sc_hd__fa_2,0,2
sky130_fd_sc_hd__ha_1,12,7
sky130_fd_sc_hd__ha_4,0,5
sky130_fd_sc_hd__inv_1,12,6
sky130_fd_sc_hd__inv_2,0,4
sky130_fd_sc_hd__inv_4,0,2
sky130_fd_sc_hd__nand2_1,2,2
sky130_fd_sc_hd__nor2_1,4,4
sky130_fd_sc_hd__nor2b_1,3,2
sky130_fd_sc_hd__nor2b_4,1,2
sky130_fd_sc_hd__o21ai_0,6,3
sky130_fd_sc_hd__o21ai_1,1,3
kinds of logic (layout without fill, tap and decap cells):
kind of cell               Yosys count  count (layout)  share of synthesized area (%)
and+or+nand+nor                     17              17                          19.91
adders and majority gates           14              14                          36.89
xor gates and xnor gates             1               1                          1.699
buffers and inverters               14              57                          11.65
AOI/OAI and AO/OA                   21              21                          25.73
muxes                                2               2                          4.126
cell usage after synthesis:
| cell | count |
|---|---|
| sky130_fd_sc_hd__ha_1 | 12 |
| sky130_fd_sc_hd__inv_1 | 12 |
| sky130_fd_sc_hd__o21ai_0 | 6 |
| sky130_fd_sc_hd__a21oi_1 | 5 |
| sky130_fd_sc_hd__nor2_1 | 4 |
| sky130_fd_sc_hd__nor2b_1 | 3 |
| sky130_fd_sc_hd__a21o_1 | 2 |
| sky130_fd_sc_hd__fa_1 | 2 |
| sky130_fd_sc_hd__nand2_1 | 2 |
| sky130_fd_sc_hd__a2bb2oi_1 | 1 |
| sky130_fd_sc_hd__a31o_1 | 1 |
| sky130_fd_sc_hd__and2_1 | 1 |
| sky130_fd_sc_hd__buf_6 | 1 |
| sky130_fd_sc_hd__clkbuf_1 | 1 |
| sky130_fd_sc_hd__mux2_1 | 1 |
| sky130_fd_sc_hd__mux2i_1 | 1 |
| sky130_fd_sc_hd__nand2b_1 | 1 |
| sky130_fd_sc_hd__nor2b_4 | 1 |
| sky130_fd_sc_hd__nor3_1 | 1 |
| sky130_fd_sc_hd__nor3b_1 | 1 |
| sky130_fd_sc_hd__o211ai_1 | 1 |
| sky130_fd_sc_hd__o21ai_1 | 1 |
| sky130_fd_sc_hd__o22ai_1 | 1 |
| sky130_fd_sc_hd__o311a_1 | 1 |
| sky130_fd_sc_hd__o31ai_1 | 1 |
| sky130_fd_sc_hd__o32ai_1 | 1 |
| sky130_fd_sc_hd__or3_1 | 1 |
| sky130_fd_sc_hd__or3b_2 | 1 |
| sky130_fd_sc_hd__or4_1 | 1 |
| sky130_fd_sc_hd__xnor2_1 | 1 |
worst max path at each step:
stage                 from   end  slack (ns)  cells after the start
final                 B[0]  zero       -0.40                      9
after global routing  A[0]  zero       -0.48                     11
after CTS             A[0]  zero       -0.39                     11
what timing repair did:
action                                 4_1_cts  5_1_grt
setup endpoints to repair                    6        5
setup buffers                                5        2
pin swaps                                   13       13
endpoints found under the hold margin        0        0
resized                                     53       23
Power is estimated from default activity; no workload was simulated.
